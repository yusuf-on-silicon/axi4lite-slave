$ cat flow/config.mk
export PLATFORM = sky130hd
export DESIGN_NAME = AR
export DESIGN_NICKNAME = AR
export VERILOG_FILES = /design/flow/design.v
export SDC_FILE = /design/flow/constraint.sdc
export NUM_CORES = 4
export LEC_CHECK = 1
export CORE_AREA = 10 10 70 70
export DIE_AREA = 0 0 80 80
$ cat flow/run.sh
#!/bin/bash
# OpenROAD 26Q1-2900-gdf79404cd8, Yosys 0.63+post, stock flow scripts
make -C /OpenROAD-flow-scripts/flow DESIGN_CONFIG=/design/flow/config.mk WORK_HOME=/design/flow/orfs finish
$ cat flow/constraint.sdc
current_design AR

set clk_period 1.8
set clk_io_pct 0.2

create_clock -name clk0 -period $clk_period [get_ports {clk}]

set non_clock_inputs [all_inputs -no_clocks]
set_input_delay [expr $clk_period * $clk_io_pct] -clock clk0 $non_clock_inputs
set_output_delay [expr $clk_period * $clk_io_pct] -clock clk0 [all_outputs]
$ cat flow/design.v
module AR #(
parameter ADDR_WIDTH = 5  
)(
    input  wire                 clk       ,          
    input  wire                 resetn    ,          
    input  wire                 ARVALID   ,          
    input  wire[ADDR_WIDTH-1:0] ARADDR    ,          
    output wire                 ARREADY   ,          
    input  wire                 RRESPREADY,          
    input  wire[1:0]            RRESP     ,          
    output wire[ADDR_WIDTH-1:0] REN       ,          
    output wire[ADDR_WIDTH-1:0] ARADDROUT            
);
parameter IDLE = 2'b00 ;
parameter READ = 2'b01 ;
parameter DONE = 2'b10 ;
reg[1:0] currentState,nextState ; 
reg[ADDR_WIDTH-1:0] araddrReg  = 0 ;         
reg                 renReg     = 0 ;         
reg                 arreadyReg = 0 ;         
reg                 addrReady  = 0 ;         
always @(posedge clk or negedge resetn) begin                 
    if(!resetn) begin
        currentState <= IDLE ;
    end else begin
        currentState <= nextState ;
    end
end
always @(*) begin
    nextState = currentState ;
    arreadyReg = 0           ;
    case (currentState)
        IDLE: begin
            arreadyReg = 1 ;
            if (ARVALID) begin
                nextState = READ ;
            end
        end
        READ: begin
            if (addrReady) begin
                nextState = DONE ;                                   
            end
        end
        DONE: begin 
            if (RRESPREADY) begin
                case (RRESP) 
                      2'b00: nextState = IDLE ;     
                      2'b01: nextState = READ ;     
                      2'b10: nextState = IDLE ;     
                      2'b11: nextState = IDLE ;     
                    default: nextState = IDLE ;     
                endcase
            end else begin
                nextState = currentState ;           
            end
        end
        default: nextState = IDLE ;                  
    endcase
end
always @(posedge clk or negedge resetn) begin
    if (!resetn) begin
        arreadyReg <= 0 ;                                                 
        renReg     <= 0 ;                                                 
        araddrReg  <= 0 ;
        addrReady  <= 0 ;
    end else begin
        renReg <= 0 ;
        case (currentState)
            READ: begin
                if (!addrReady) begin
                    araddrReg <= ARADDR ;
                    renReg <= 1         ;
                    addrReady <= 1      ;
                end 
            end
            DONE: begin
                addrReady <= 0;
            end
        endcase
    end
end
assign ARREADY   = arreadyReg ;                      
assign ARADDROUT = araddrReg  ;                      
assign REN       = renReg     ;                      
endmodule
==> notes.md <==
Notes from the flow run.

Run status:
- The flow ran to the end, and the final reports show no timing, DRC or antenna violations.

Placement:
- The run gives the HPWL after detailed placement as around 780 microns.
- The run gives the global placement routability congestion as about 0.73.
- The run puts the total placed cells including tap cells at 94.
- Timing analysis after detailed placement gives a worst setup slack of about 0.43 ns.
- The run gives the quantity of I/O buffers inserted on ports as 16.

Yosys:
- The run gives the per-instance average area after synthesis as approximately 13 sq um.
- The run gives the compound-cell area share of the yosys netlist as approximately 4.7%.
- The synthesis report lists the most area-consuming cells as dfrtp_1 49%, mux2_4 16%, buf_4 9.9%, dfstp_2 5.8%, nor2b_4 3.0%.
- The run gives the top-area cell type share of the netlist area as between 40% and 50%.
- The run puts the proportion of synthesized chip area in sequential cells at between 50 and 60%.
- The run gives the number of instances in the synthesized netlist as 35.
- The run puts the synthesized-area fraction occupied by xor and xnor cells at 0%.
- The run puts the synthesis warning total at 3.
- By area, the combinational part of the netlist is dominated by multiplexers.
- The run gives the area of the synthesized netlist per yosys stat as between 400 and 500 sq um.
- The run gives the dominant cell type by area after synthesis as dfrtp_1.
- The run gives the flip-flop and latch count after synthesis as 10.
- The run puts the mux share of post-synthesis cell area at 16.4%.
- The run gives the area of the mapped netlist as ~460 sq um.
- The run puts the arithmetic-cell share of the synthesized area counting full adders, half adders and majority gates at 0%.
- The run puts the basic-gate share of the synthesized area counting and, or, nand and nor cells at 9.04%.
- The run gives the count of unique library cells instantiated by Yosys as 15.
- For this design, Yosys synthesis ends with a cell count of 35.

Clock network:
- The run gives the clock latency on the worst-skew pair as between 0.2 and 0.3 ns.
- The run gives the count of hold-fix buffers inserted at cts as 0.
- The run gives the TritonCTS clock tree as done.
- The run puts the number of H-tree branching levels at 1.
- The run gives the buffer cell driving the clock tree root as clkbuf_4.
- The run gives the number of buffers inserted by post-CTS setup repair as 0.
- The run puts the number of resized instances in the post-cts repair step at 0.
- The run puts the total clock sinks at 10.
- Counting along the longest clock path gives a buffer depth of 2.
- The run gives the CTS clock-pin slew for the worst setup and hold paths as 0.06 ns.
- The run puts the number of buffers created by CTS at 3.

Drt:
- The run gives the total inserted antenna cells as 0.
- The run puts the detailed-route via count at approximately 300.
- The run puts the routed via count divided by cell count at 3.06.
- The run puts the number of detailed-route iterations in the first pass at 2.
- The violation tally recorded at the end of detailed-routing iteration 0 is 2.
- The run gives the total length of routed wires as approximately 920 microns.
- The script logs the mean routed wire length per placed instance as 9.38 microns.
- The run puts the number of routed nets with antenna violations at 0.
- The run gives the number of remaining DRC errors as 0.

Floorplanning:
- The run puts the floorplan core area at around 3400 sq um.
- For this configuration, the core starts out at a cell density of a little over an eighth.
- The run gives the floorplan row count as 21.
- The run gives the die boundary height as 80 microns.
- The run puts the horizontal die dimension at ~80 microns.
- The chip occupies roughly 6400 sq um.
- Pin placement for this block handled 22 I/O pins.

Flow run:
- The run puts the number of warnings in the stage logs at 25.
- Per the run summary, max-cap violations total 0.

Pwr:
- IR analysis of the VDD net gives a maximum drop of between 600 and 700 uV.
- In this run the static leakage power is ~0.28 nW.
- The run puts the power density relative to cell area at approximately 1400 nW/um^2.

Final timing:
- After layout, the worst path uses 80.3% of the clock period.
- The run gives the accumulated negative setup slack as 0 ns.
- The run gives the count of final hold-check violations as 0.
- Setup repair after global routing left no endpoint under its margin.
- In this build the clock could be raised as far as around 0.69 GHz.
- The run puts the worst hold margin at around 0.4 ns.
- The run puts the final setup skew at 0.00358 ns.
- From the final report, the count of setup violators was given as 0.
- For the finished layout, the period the worst path requires is ~1.4 ns.
- The run puts the number of max-slew violations in the final report at 0.
- The run puts the worst setup slack after layout at approximately 0.35 ns.

Global route:
- The run gives the number of global-route vias before repair as between 300 and 400.
- The number of antenna violations at the first check in global routing came to 0.
- Global routing finished with a remaining overflow of 0.
- The run puts the pin count of the biggest net entering global routing at 11.
- The run gives the global router's overall resource usage as 2.90%.
- The run puts the first-pass GRT wire length at between 1 and 1.5 mm.

Setup path:
- In this run the critical path is formed by clkdlybuf4s50_1.
- Among all stages on the critical path, the largest delay is contributed by clkdlybuf4s50_1.
- The run gives the critical register-to-register path endpoint as araddrReg[4].
- The run puts the arrival time of the worst setup path at 1.09 ns.
- The run gives the startpoint type of the worst setup path as a flop.
- The startpoint identified for the worst register-to-register timing path is addrReady.
- The run gives the kind of cell with the highest combined delay on the critical path as buffers and inverters.
- The run puts the endpoint required time on the critical path at approximately 1.4 ns.
- Counting cells, the worst reg-to-reg path comes to 2.
- The worst setup path is captured at a primary output.
- The critical path is of the flop to primary output type.
- The run puts the largest fanout of any net on the critical path at 2.
- The run puts the register-to-register path setup slack at between 0.6 and 0.7 ns.
- Along the critical path, the tally of buffer and inverter instances is 1.
- All stages included, the depth of the critical timing path comes to 1.
- The run gives the stage delay of the slowest cell on the critical path as approximately 0.47 ns.

Hold path:
- The run gives the path type of the worst min-delay path as input pin to async pin.

Final layout:
- Cells fill roughly a fifth of the core in the end.
- The run puts the final standard cell count with taps included and fillers excluded at 98.
- The run gives the signed area change from the synthesized netlist to the final layout as 46.6%.
- The run puts the fraction of final layout cells with drive strength greater than 1 at about a fifth.
cell type report:
class / count / area (sq um)
Multi-Input combinational cell: 20 / 156
Fill cell: 378 / 2750
Sequential cell: 10 / 251
Tap cell: 46 / 57.6
Clock buffer: 4 / 36.3
Timing Repair Buffer: 16 / 160
Inverter: 2 / 7.51
state kept, by name, indices dropped and copies added, names as in the netlist:
register / count
renReg: 1
araddrReg: 5
addrReady: 1
currentState: 3
layer usage:
metal  GRT usage, %  vias to the layer above  part of all wire [%]
met5              0                        -                     0
met4              0                        0                     0
met3           3.64                        0                    19
met2           3.21                       27                    33
met1           3.55                      137                    47
li1               -                      136                     -
Yosys cell counts:
master   number
dfrtp_1       9
and2_1        1
dfstp_2       1
nand2_1       2
a221o_1       1
nor2b_1       1
nor2_1        2
inv_1         2
nor2b_4       1
mux2_4        5
o22ai_1       1
buf_4         6
conb_1        1
o21ai_0       1
buf_6         1
stage by stage:
step	instance area [sq um]	power (mW)
after detailed placement	633	0.734
final	669	0.916
after global placement	633	0.722
after floorplan	472	0.575
after CTS	669	0.935
after global routing	669	0.985
power breakdown:
part | leakage [nW] | switching, mW | internal [mW] | total [mW]
Clock | 0.0210 | 0.0695 | 0.122 | 0.192
Combinational | 0.134 | 0.0778 | 0.251 | 0.329
Sequential | 0.123 | 0.0645 | 0.331 | 0.396
Total | 0.278 | 0.212 | 0.705 | 0.916
kinds of logic after synthesis:
| kind of cell | count (synthesis) |
|---|---|
| other | 1 |
| muxes | 5 |
| AOI/OAI and AO/OA | 3 |
| buffers and inverters | 9 |
| and+or+nand+nor | 7 |
| DFF | 10 |
how the worst max path moves through the flow:
| stage | startpoint | endpoint |
|---|---|---|
| after global routing | araddrReg[3] | ARADDROUT[3] |
| final | araddrReg[1] | ARADDROUT[1] |
| after CTS | araddrReg[1] | ARADDROUT[1] |
cell usage in the layout (no fill, tap or decap), drive strengths merged:
cell           instances
a221o                  1
and2                   1
clkbuf                 4
clkdlybuf4s50         16
conb                   5
dfrtp                  9
dfstp                  1
inv                    2
mux2                   5
nand2                  2
nor2                   2
nor2b                  2
o21ai                  1
o22ai                  1
Power and IR drop assume default switching activity.
